## flow/config.mk

```make
export PLATFORM = sky130hd
export DESIGN_NAME = bus32_demo
export DESIGN_NICKNAME = bus32_demo
export VERILOG_FILES = /design/flow/design.v
export SDC_FILE = /design/flow/constraint.sdc
export NUM_CORES = 4
export LEC_CHECK = 1
export CORE_AREA = 10 10 107 107
export DIE_AREA = 0 0 117 117
```

## flow/design.v

```verilog
`timescale 1ns / 1ps
module bus32_demo #(
        parameter                           datawidth = 32          ,
        parameter                           addrwidth = 8
    )(
        input   wire                        clock_in                ,
        input   wire                        reset_in                ,
        input   wire [31:0]                 epc_addr_in             ,
        output  wire [31:0]                 epc_data_out            ,
        input   wire [31:0]                 epc_data_in             ,
        input   wire [3:0]                  epc_be_in               ,
        input   wire                        epc_cs_n_in             ,
        input   wire                        epc_wr_n_in             ,
        input   wire                        epc_rd_n_in             ,
        output  wire                        epc_rdy_out             ,
        output  wire                        control_0_out           ,
        output  wire                        control_1_out           ,
        input   wire                        status_0_in             ,
        input   wire                        status_1_in
    );
    bus32_demo_cell #(
        .datawidth                          (datawidth              ),
        .addrwidth                          (addrwidth              )
    ) bus32_demo_cell_inst (
        .clock_in                           (clock_in               ),
        .reset_in                           (reset_in               ),
        .epc_addr_in                        (epc_addr_in            ),
        .epc_data_out                       (epc_data_out           ),
        .epc_data_in                        (epc_data_in            ),
        .epc_be_in                          (epc_be_in              ),
        .epc_cs_n_in                        (epc_cs_n_in            ),
        .epc_wr_n_in                        (epc_wr_n_in            ),
        .epc_rd_n_in                        (epc_rd_n_in            ),
        .epc_rdy_out                        (epc_rdy_out            ),
        .control_0_out                      (control_0_out          ),
        .control_1_out                      (control_1_out          ),
        .status_0_in                        (status_0_in            ),
        .status_1_in                        (status_1_in            )
    );
endmodule
`timescale 1ns / 1ps
module bus32_demo_cell #(
        parameter                           datawidth = 32          ,
        parameter                           addrwidth = 8
    )(
        input   wire                        clock_in                ,
        input   wire                        reset_in                ,
        input   wire [addrwidth-1:0]        epc_addr_in             ,
        output  wire [datawidth-1:0]        epc_data_out            ,
        input   wire [datawidth-1:0]        epc_data_in             ,
        input   wire [datawidth/8-1:0]      epc_be_in               ,
        input   wire                        epc_cs_n_in             ,
        input   wire                        epc_wr_n_in             ,
        input   wire                        epc_rd_n_in             ,
        output  wire                        epc_rdy_out             ,
        output  wire                        control_0_out           ,
        output  wire                        control_1_out           ,
        input   wire                        status_0_in             ,
        input   wire                        status_1_in
    );
    wire [datawidth-1:0]    cbbid_reg   = 32'h54460001;      
    reg  [datawidth-1:0]    gc_reg      = 32'h00000000;      
    wire [datawidth-1:0]    gs_reg                    ;      
    reg  [addrwidth-1:0]    read_data_reg = 'd0 ;
    reg  [7:0]              read_wait_cnt = 'd0 ;
    reg  [7:0]              read_wait_num = 'd0 ;
    reg  [7:0]              write_wait_cnt = 'd0;
    reg  [7:0]              write_wait_num = 'd0;
    wire                    epc_write_busy      ;
    wire                    epc_read_busy       ;
    wire                    epc_rdy             ;
    wire                    read_status         ;
    wire                    write_status        ;
    assign read_status = (epc_cs_n_in == 1'b0) && (epc_wr_n_in == 1'b1) && (epc_rd_n_in == 1'b0);
    assign write_status = (epc_cs_n_in == 1'b0) && (epc_wr_n_in == 1'b0) && (epc_rd_n_in == 1'b1);
    assign epc_data_out = read_data_reg;
    assign epc_rdy_out = epc_rdy;
    assign epc_rdy = epc_write_busy | epc_read_busy;
    always @(posedge clock_in)
    begin
        if (reset_in == 1'b1)
        begin
            gc_reg <= 32'd0;
        end
        else
        begin
            if ((write_status == 1'b1) && (write_wait_cnt >= write_wait_num))
            begin
                case (epc_addr_in[7:0])
                8'h04:
                begin
                    gc_reg[7:0]   <= (epc_be_in[0]) ? (epc_data_in[7:0])   : gc_reg[7:0];
                    gc_reg[15:8]  <= (epc_be_in[1]) ? (epc_data_in[15:8])  : gc_reg[15:8];
                    gc_reg[23:16] <= (epc_be_in[2]) ? (epc_data_in[23:16]) : gc_reg[23:16];
                    gc_reg[31:24] <= (epc_be_in[3]) ? (epc_data_in[31:24]) : gc_reg[31:24];
                end
                endcase
            end
            else
            begin
                gc_reg[0] <= 1'b0;
            end
        end
    end
    always @(posedge clock_in)
    begin
        if (reset_in == 1'b1)
            write_wait_num <= 'd1;
        else
        begin
            if (read_status == 1'b1)
            begin
                case (epc_addr_in[7:0])
                    8'h04: write_wait_num <= 8'd0;
                    default: write_wait_num <= 'd0;
                endcase
            end
            else
                write_wait_num  <= 'd1;
        end
    end
    always @(posedge clock_in)
    begin
        if (reset_in == 1'b1)
            write_wait_cnt <= 'd0;
        else
        begin
            if (read_status == 1'b1)
            begin
                if (write_wait_cnt < write_wait_num)
                    write_wait_cnt <= write_wait_cnt + 1'b1;
                else
                    write_wait_cnt <= write_wait_cnt;
            end
            else
                write_wait_cnt <= 'd0;
        end
    end
    assign epc_write_busy = ((write_status == 1'b1) && (write_wait_cnt >= write_wait_num));
    always @(posedge clock_in)
    begin
        if (reset_in == 1'b1)
            read_data_reg <= 32'd0;
        else
        begin
            if ((read_status == 1'b1) && (read_wait_cnt >= read_wait_num))
            begin
                case (epc_addr_in[7:0])
                8'h00:read_data_reg <= cbbid_reg;
                8'h04:read_data_reg <= gc_reg;
                8'h08:read_data_reg <= gs_reg;
                endcase
            end
            else
                read_data_reg <= read_data_reg;
        end
    end
    always @(posedge clock_in)
    begin
        if (reset_in == 1'b1)
            read_wait_num <= 'd1;
        else
        begin
            if (read_status == 1'b1)
            begin
                case (epc_addr_in[7:0])
                    8'h08: read_wait_num <= 8'd3;
                    default: read_wait_num <= 'd1;
                endcase
            end
            else
                read_wait_num  <= 'd1;
        end
    end
    always @(posedge clock_in)
    begin
        if (reset_in == 1'b1)
            read_wait_cnt <= 'd0;
        else
        begin
            if (read_status == 1'b1)
            begin
                if (read_wait_cnt < read_wait_num)
                    read_wait_cnt <= read_wait_cnt + 1'b1;
                else
                    read_wait_cnt <= read_wait_cnt;
            end
            else
                read_wait_cnt <= 'd0;
        end
    end
    assign epc_read_busy = (read_status == 1'b1) & (read_wait_cnt >= read_wait_num);
    assign control_0_out = gc_reg[0];
    assign control_1_out = gc_reg[1];
    assign gs_reg[0] = status_0_in;
    assign gs_reg[1] = status_1_in;
endmodule
```

## flow/run.sh

```bash
#!/bin/bash
# OpenROAD 26Q1-2900-gdf79404cd8, Yosys 0.63+post, stock flow scripts
make -C /OpenROAD-flow-scripts/flow DESIGN_CONFIG=/design/flow/config.mk WORK_HOME=/design/flow/orfs finish
```

## flow/constraint.sdc

```tcl
current_design bus32_demo

set clk_period 3.7
set clk_io_pct 0.2

create_clock -name clk0 -period $clk_period [get_ports {clock_in}]

set non_clock_inputs [all_inputs -no_clocks]
set_input_delay [expr $clk_period * $clk_io_pct] -clock clk0 $non_clock_inputs
set_output_delay [expr $clk_period * $clk_io_pct] -clock clk0 [all_outputs]
```

==> reports/qor.txt <==
HPWL Detailed: 3.17 mm
Post-CTS repair timing setup buffer count: 0
Cell count after synthesis: 180
Worst Reg-to-Reg Cells: 6
Worst vdd ir: 146 uV
Pwr dens: 335 nW/um^2
Peak Freq: 303 MHz
Critical Path Stages: 5
First-pass GRT wire length: 6.29 mm
Cell Int Power: 542 uW
Area leader share: 42.3%
Die Wd: 117 um
Via density per instance: 3.93
Clk root buf: clkbuf_8
WS Path Type: in -> out
Setup Skew: 0.00968 ns
CP Capture Type: output pin
Startpoint types: input pin
Final wirelength: 3.94 mm
Gate power share: 8.5%
Post-synth regs: 35
Crit path top cell by count: clkdlybuf4s50_1
Critical path required time: 2.96 ns
IO buf count: 34
Final GP Congestion: 0.755
Final instance area: 2110 um^2
Fin util: 22.9%
H-tree levels: 2
Vias in the first global route: 1284
Number of max-cap violations: 0
Clk latency late pin: 0.29 ns
Synth Warn #: 8
Synth Seq Share: 42.3%
Switching share of power: 23.2%
Area leader, netlist: dfxtp_1
Largest net degree at the start of global routing: 18
Slowest stage delay, CP: 0.50 ns
Yosys stat chip area: 1660 um^2
Resize count post-CTS: 0
Tool warning count: 76
Clk pwr share: 37.9%
Detailed Routing Iterations Pass 1: 4
Buf/Inv on CP: 2
Placed inst area: 2020 um^2
Synth cell types: 42
Grt total ovfl: 0
Rel. slew slack: 54.4%
CORE AREA: 9200 um^2
Cycle use final: 89.3%
DR WL/cell: 12.0 um
Final Max-Slew Violation Tally: 0
Floorplan core density: 18.0%
Crit path DAT: 2.56 ns
Die area: 13700 um^2
Drt drc: 0
Clock sink total: 35
Synth area leaders: dfxtp_1 (42%), buf_4 (11%), a21oi_1 (5.1%)
Final setup TNS: 0 ns
Crit Path Max Fanout: 9
Hold WS: 0.453 ns
Seq pwr share: 53.6%
DRT iter0 DRCs: 123
Crit path cell chain: clkdlybuf4s50_1 > nor3b_1 > o31ai_4 > o21ai_1 > clkdlybuf4s50_1
Via Count: 1286
Worst-margin pin slew: 0.681 ns
Cell family with most CP delay: buffers and inverters
CP max stage cell: clkdlybuf4s50_1
Clock Pin Slew Worst Setup and Hold Paths: 0.07 ns
Type of the most critical hold path: reg -> reg
Clk buf depth: 2
Most frequent logic cell in the layout: dfxtp_1
Filler cell count: 981
# rows: 35
Area Growth Syn to Fin: 27.2%
Net Switching: 164 uW
Hold Vio Cnt, Final: 0
Top Layout Cells: dfxtp_1 (35), clkdlybuf4s50_1 (34), conb_1 (25)
Final worst path period need: 3.30 ns
Initial antenna violation count: 0
Layout cell share with drive strength beyond 1: 6.48%
# Cells Yosys: 180
Status: completed
CTS Buf Count: 5
Post-DRT Antenna Nets: 0
N_diodes: 0
Synthesized cell area: 1660 um^2
GRT Util Overall: 5.63%
Die height: 117 um
CTS hold repair buffers: 0
Number of cells on the worst hold path: 1
TritonCTS clock tree: built
RSZ-0062 raised after global routing: no
Syn_area_per_cell: 9.21 um^2
Total I/O pin count: 110
Leakage: 0.000759 uW
Setup violators final: 0
path summary, 6_finish.rpt:
path                                                        startpoint                                endpoint  slack (ns)
worst max-delay path                                       epc_rd_n_in                             epc_rdy_out        0.40
worst max register to register   bus32_demo_cell_inst.read_wait_num[1]   bus32_demo_cell_inst.read_data_reg[4]        1.85
worst min register to register  bus32_demo_cell_inst.write_wait_cnt[5]  bus32_demo_cell_inst.write_wait_cnt[5]        0.45
worst min-delay path            bus32_demo_cell_inst.write_wait_cnt[5]  bus32_demo_cell_inst.write_wait_cnt[5]        0.45
layout make-up:
type                            count  area (um^2)  share of cell area [%]
Multi-Input combinational cell    133          821                    38.9
Clock inverter                      2         12.5                   0.593
Timing Repair Buffer               34          340                    16.1
Inverter                            6         22.5                    1.07
Clock buffer                        6         72.6                    3.44
Sequential cell                    35          701                    33.2
Tap cell                          111          139                    6.59
cells by family (layout without fill, tap and decap cells):
logic type / after synthesis / in the layout / share of synthesized area, %
fa+ha+maj: 5 / 5 / 3.77
xor+xnor: 2 / 2 / 1.06
buf+inv: 35 / 48 / 13.4
simple gates: 59 / 59 / 23.2
other cells: 2 / 25 / 0.453
compound gates: 40 / 40 / 14.6
flops: 35 / 35 / 42.3
mux: 2 / 2 / 1.21
power groups by stage:
stage	clock, uW	sequential (uW)	combinational (uW)
4_1_cts	275	379	61.0
6_report	268	379	59.7
5_1_grt	290	378	66.2
metal layers:
layer,global-route usage (%),routed length [um],vias up
met5,0,0,-
met1,7.78,1820,577
li1,-,-,658
met2,8.47,1740,49
met3,2.06,369,2
met4,0.741,13,0
metrics by stage:
step | setup slack, ns | cells | power, uW
after floorplan | 1.58 | 203 | 429
after global placement | 0.358 | 319 | 448
after detailed placement | 0.357 | 319 | 448
after CTS | 0.352 | 327 | 715
after global routing | 0.266 | 327 | 735
final | 0.397 | 327 | 706
cells in the mapped netlist, drive strengths merged:
cell	count
o31a	1
xnor2	2
or2	1
or4	3
a211o	2
clkbuf	3
a211oi	2
nand4b	1
dfxtp	35
o31ai	1
nand2b	1
nor2b	1
a21oi	17
inv	6
buf	26
and2	10
or3b	1
nand3b	2
and4	1
o21ai	15
or4b	1
nand4	7
or3	1
o21a	1
o211ai	1
nand3	9
nor3b	4
nor2	9
nor4	1
ha	5
and3	1
conb	2
nand2	1
mux2i	2
nor3	3
nor4b	1
Power is estimated from default activity; no workload was simulated.
