--- /design/flow/run.sh ---
#!/bin/bash
# OpenROAD 26Q1-2900-gdf79404cd8, Yosys 0.63+post, stock flow scripts
make -C /OpenROAD-flow-scripts/flow DESIGN_CONFIG=/design/flow/config.mk WORK_HOME=/design/flow/orfs finish
--- /design/flow/config.mk ---
export PLATFORM = sky130hd
export DESIGN_NAME = axi32_demo
export DESIGN_NICKNAME = axi32_demo
export VERILOG_FILES = /design/flow/design.v
export SDC_FILE = /design/flow/constraint.sdc
export NUM_CORES = 4
export LEC_CHECK = 1
export CORE_UTILIZATION = 40
--- /design/flow/constraint.sdc ---
current_design axi32_demo

set clk_period 6.6
set clk_io_pct 0.2

create_clock -name clk0 -period $clk_period [get_ports {s_axi_clk_in}]

set non_clock_inputs [all_inputs -no_clocks]
set_input_delay [expr $clk_period * $clk_io_pct] -clock clk0 $non_clock_inputs
set_output_delay [expr $clk_period * $clk_io_pct] -clock clk0 [all_outputs]
--- /design/flow/design.v ---
`timescale 1ns / 1ps
module axi32_demo #(
        parameter                           datawidth = 32,
        parameter                           addrwidth = 8
    )(
        input   wire                        s_axi_clk_in            ,
        input   wire                        s_axi_reset_n_in        ,
        input   wire [addrwidth-1:0]        s_axi_awaddr_in         ,
        input   wire                        s_axi_awvalid_in        ,
        output  wire                        s_axi_awready_out       ,
        input   wire [datawidth-1:0]        s_axi_wdata_in          ,
        input   wire [datawidth/8-1:0]      s_axi_wstrb_in          ,
        input   wire                        s_axi_wvalid_in         ,
        output  wire                        s_axi_wready_out        ,
        output  wire [1:0]                  s_axi_bresp_out         ,
        output  wire                        s_axi_bvalid_out        ,
        input   wire                        s_axi_bready_in         ,
        input   wire [addrwidth-1:0]        s_axi_araddr_in         ,
        input   wire                        s_axi_arvalid_in        ,
        output  wire                        s_axi_arready_out       ,
        output  wire [datawidth-1:0]        s_axi_rdata_out         ,
        output  wire [1:0]                  s_axi_rresp_out         ,
        output  wire                        s_axi_rvalid_out        ,
        input   wire                        s_axi_rready_in         ,
        output  wire                        control_0_out           ,
        output  wire                        control_1_out           ,
        input   wire                        status_0_in             ,
        input   wire                        status_1_in
    );
    axi32_demo_cell #(
        .datawidth                          (datawidth              ),
        .addrwidth                          (addrwidth              )
    ) axi32_demo_cell_inst (
        .s_axi_clk_in                       (s_axi_clk_in           ),
        .s_axi_reset_n_in                   (s_axi_reset_n_in       ),
        .s_axi_awaddr_in                    (s_axi_awaddr_in        ),
        .s_axi_awvalid_in                   (s_axi_awvalid_in       ),
        .s_axi_awready_out                  (s_axi_awready_out      ),
        .s_axi_wdata_in                     (s_axi_wdata_in         ),
        .s_axi_wstrb_in                     (s_axi_wstrb_in         ),
        .s_axi_wvalid_in                    (s_axi_wvalid_in        ),
        .s_axi_wready_out                   (s_axi_wready_out       ),
        .s_axi_bresp_out                    (s_axi_bresp_out        ),
        .s_axi_bvalid_out                   (s_axi_bvalid_out       ),
        .s_axi_bready_in                    (s_axi_bready_in        ),
        .s_axi_araddr_in                    (s_axi_araddr_in        ),
        .s_axi_arvalid_in                   (s_axi_arvalid_in       ),
        .s_axi_arready_out                  (s_axi_arready_out      ),
        .s_axi_rdata_out                    (s_axi_rdata_out        ),
        .s_axi_rresp_out                    (s_axi_rresp_out        ),
        .s_axi_rvalid_out                   (s_axi_rvalid_out       ),
        .s_axi_rready_in                    (s_axi_rready_in        ),
        .control_0_out                      (control_0_out          ),
        .control_1_out                      (control_1_out          ),
        .status_0_in                        (status_0_in            ),
        .status_1_in                        (status_1_in            )
    );
endmodule
`timescale 1ns / 1ps
module axi32_demo_cell #(
        parameter                           datawidth = 32          ,
        parameter                           addrwidth = 8
    )(
        input   wire                        s_axi_clk_in            ,
        input   wire                        s_axi_reset_n_in        ,
        input   wire [addrwidth-1:0]        s_axi_awaddr_in         ,
        input   wire                        s_axi_awvalid_in        ,
        output  wire                        s_axi_awready_out       ,
        input   wire [datawidth-1:0]        s_axi_wdata_in          ,
        input   wire [datawidth/8-1:0]      s_axi_wstrb_in          ,
        input   wire                        s_axi_wvalid_in         ,
        output  wire                        s_axi_wready_out        ,
        output  wire [1:0]                  s_axi_bresp_out         ,
        output  wire                        s_axi_bvalid_out        ,
        input   wire                        s_axi_bready_in         ,
        input   wire [addrwidth-1:0]        s_axi_araddr_in         ,
        input   wire                        s_axi_arvalid_in        ,
        output  wire                        s_axi_arready_out       ,
        output  wire [datawidth-1:0]        s_axi_rdata_out         ,
        output  wire [1:0]                  s_axi_rresp_out         ,
        output  wire                        s_axi_rvalid_out        ,
        input   wire                        s_axi_rready_in         ,
        output  wire                        control_0_out           ,
        output  wire                        control_1_out           ,
        input   wire                        status_0_in             ,
        input   wire                        status_1_in
    );
    wire [datawidth-1:0]    cbbid_reg   = 32'h54460000  ;    
    reg  [datawidth-1:0]    gc_reg      = 32'h00000000  ;    
    wire [datawidth-1:0]    gs_reg                      ;    
    wire [datawidth-1:0]    s_axi_wr_data               ;
    reg  [addrwidth-1:0]    s_axi_wr_addr       = 'd0   ;
    reg                     s_axi_wr_dready     = 'd0   ;
    reg                     s_axi_wr_aready     = 'd0   ;
    wire [1:0]              s_axi_wr_rsp                ;
    reg                     s_axi_wr_rsp_valid  = 'd0   ;
    reg                     s_axi_wr_addr_error = 'd0   ;
    reg  [datawidth-1:0]    s_axi_rd_data       = 'd0   ;
    reg  [addrwidth-1:0]    s_axi_rd_addr       = 'd0   ;
    reg                     s_axi_rd_aready     = 'd0   ;
    wire [1:0]              s_axi_rd_rsp                ;
    reg                     s_axi_rd_valid      = 'd0   ;
    reg                     s_axi_rd_addr_error = 'd0   ;
    reg  [7:0]              s_axi_wr_delay_cnt  = 'd0   ;
    reg  [7:0]              s_axi_wr_delay_num  = 'd0   ;
    reg  [7:0]              s_axi_rd_delay_cnt  = 'd0   ;
    reg  [7:0]              s_axi_rd_delay_num  = 'd0   ;
    assign s_axi_awready_out    = s_axi_wr_aready;
    assign s_axi_wready_out     = s_axi_wr_dready;
    assign s_axi_arready_out    = s_axi_rd_aready;
    assign s_axi_wr_data        = s_axi_wdata_in;
    assign s_axi_rdata_out      = s_axi_rd_data;
    assign s_axi_wr_rsp         = {s_axi_wr_addr_error, s_axi_wr_addr_error};
    assign s_axi_bresp_out      = s_axi_wr_rsp;
    assign s_axi_bvalid_out     = s_axi_wr_rsp_valid;
    assign s_axi_rd_rsp         = {s_axi_rd_addr_error, s_axi_rd_addr_error};
    assign s_axi_rresp_out      = s_axi_rd_rsp;
    assign s_axi_rvalid_out     = s_axi_rd_valid;
    always @(posedge s_axi_clk_in)
    begin
        if (s_axi_reset_n_in == 1'b0)
        begin
            gc_reg <= 32'h00000000;
            s_axi_wr_addr_error <= 1'b0;
        end
        else
        begin
            if ((s_axi_wvalid_in == 1'b1) && (s_axi_wr_dready == 1'b1))
            begin
                case (s_axi_wr_addr)
                8'h04:
                begin
                    gc_reg[7:0]   <= (s_axi_wstrb_in[0]) ? (s_axi_wr_data[7:0])   : gc_reg[7:0];
                    gc_reg[15:8]  <= (s_axi_wstrb_in[1]) ? (s_axi_wr_data[15:8])  : gc_reg[15:8];
                    gc_reg[23:16] <= (s_axi_wstrb_in[2]) ? (s_axi_wr_data[23:16]) : gc_reg[23:16];
                    gc_reg[31:24] <= (s_axi_wstrb_in[3]) ? (s_axi_wr_data[31:24]) : gc_reg[31:24];
                end
                default:
                begin
                    s_axi_wr_addr_error <= 1'b1;
                end
                endcase
            end
            else
            begin
                gc_reg[31:16] <= 16'd0;
                s_axi_wr_addr_error <= 1'b0;
            end
        end
    end
    always @(posedge s_axi_clk_in)
    begin
        if (s_axi_reset_n_in == 1'b0)
            s_axi_wr_addr <= 'd0;
        else if (s_axi_awvalid_in == 1'b1)
            s_axi_wr_addr <= s_axi_awaddr_in;
        else
            s_axi_wr_addr <= s_axi_wr_addr;
    end
    always @(posedge s_axi_clk_in)
    begin
        if (s_axi_awvalid_in == 1'b1)
            s_axi_wr_aready <= 1'b1;
        else
            s_axi_wr_aready <= 1'b0;
    end
    always @(posedge s_axi_clk_in)
    begin
        if (s_axi_reset_n_in == 1'b0)
            s_axi_wr_delay_num <= 8'd1;
        else if (s_axi_wvalid_in == 1'b1)
        begin
            case(s_axi_wr_addr)
                8'h04:s_axi_wr_delay_num <= 8'd1;
                default:s_axi_wr_delay_num <= 8'd1;
            endcase
        end
        else
            s_axi_wr_delay_num <= 8'd1;
    end
    always @(posedge s_axi_clk_in)
    begin
        if (s_axi_reset_n_in == 1'b0)
            s_axi_wr_delay_cnt <= 8'd0;
        else
        begin
            if ((s_axi_wvalid_in == 1'b1) && (s_axi_wr_delay_cnt < s_axi_wr_delay_num))
                s_axi_wr_delay_cnt <= s_axi_wr_delay_cnt + 1'b1;
            else
                s_axi_wr_delay_cnt <= 8'd0;
        end
    end
    always @(posedge s_axi_clk_in)
    begin
        if ((s_axi_wvalid_in == 1'b1) && (s_axi_wr_delay_cnt >= s_axi_wr_delay_num))
            s_axi_wr_dready <= 1'b1;
        else
            s_axi_wr_dready <= 1'b0;
    end
    always @(posedge s_axi_clk_in)
    begin
        if ((s_axi_wvalid_in == 1'b1) && (s_axi_wr_dready == 1'b1) & (s_axi_bready_in == 1'b1))
            s_axi_wr_rsp_valid <= 1'b1;
        else
            s_axi_wr_rsp_valid <= 1'b0;
    end
    always @(posedge s_axi_clk_in)
    begin
        if (s_axi_reset_n_in == 1'b0)
        begin
            s_axi_rd_data <= 32'h00000000;
            s_axi_rd_addr_error <= 1'b0;
        end
        else
        begin
            if ((s_axi_arvalid_in == 1'b1) && (s_axi_rd_aready == 1'b1))
            begin
                case (s_axi_rd_addr)
                8'h00:s_axi_rd_data <= cbbid_reg;
                8'h04:s_axi_rd_data <= gc_reg;
                8'h08:s_axi_rd_data <= gs_reg;
                default:
                begin
                    s_axi_rd_addr_error <= 1'b1;
                end
                endcase
            end
            else
            begin
                s_axi_rd_data <= s_axi_rd_data;
                s_axi_rd_addr_error <= 1'b0;
            end
        end
    end
    always @(posedge s_axi_clk_in)
    begin
        if (s_axi_reset_n_in == 1'b0)
            s_axi_rd_addr <= 'd0;
        else if (s_axi_arvalid_in == 1'b1)
            s_axi_rd_addr <= s_axi_araddr_in;
        else
            s_axi_rd_addr <= s_axi_rd_addr;
    end
    always @(posedge s_axi_clk_in)
    begin
        if (s_axi_reset_n_in == 1'b0)
            s_axi_rd_delay_num <= 8'd1;
        else if (s_axi_arvalid_in == 1'b1)
        begin
            case(s_axi_rd_addr)
                8'h08:s_axi_rd_delay_num <= 8'd4;
                default:s_axi_rd_delay_num <= 8'd0;
            endcase
        end
        else
            s_axi_rd_delay_num <= 8'd1;
    end
    always @(posedge s_axi_clk_in)
    begin
        if (s_axi_reset_n_in == 1'b0)
            s_axi_rd_delay_cnt <= 8'd0;
        else
        begin
            if ((s_axi_arvalid_in == 1'b1) && (s_axi_rd_delay_cnt < s_axi_wr_delay_num))
                s_axi_rd_delay_cnt <= s_axi_rd_delay_cnt + 1'b1;
            else
                s_axi_rd_delay_cnt <= 8'd0;
        end
    end
    always @(posedge s_axi_clk_in)
    begin
        if ((s_axi_arvalid_in == 1'b1) && (s_axi_rd_delay_cnt >= s_axi_wr_delay_num))
            s_axi_rd_aready <= 1'b1;
        else
            s_axi_rd_aready <= 1'b0;
    end
    always @(posedge s_axi_clk_in)
    begin
        if ((s_axi_arvalid_in == 1'b1) && (s_axi_rd_aready == 1'b1) && (s_axi_rready_in == 1'b1))
            s_axi_rd_valid <= 1'b1;
        else
            s_axi_rd_valid <= 1'b0;
    end
    assign control_0_out = gc_reg[0];
    assign control_1_out = gc_reg[1];
    assign gs_reg[0] = status_0_in;
    assign gs_reg[1] = status_1_in;
endmodule
==> impl_metrics.tcl <==
# metrics dict for downstream scripts
set metrics [dict create \
    cts-buffers-inserted 9 \
    starting_drt_drc_count 87 \
    core_um2 9950 \
    drt_pass1_iterations 4 \
    syn2layout_area_growth_pct 32.1 \
    tritoncts "yes" \
    global_route.overflow_total 0 \
    timing.final.max_slew_violations 0 \
    global_route.usage.met1_pct 27.5 \
    remaining_drc_errors 0 \
    fin_hold_ws_ns 0.455 \
    io_buffer_count 103 \
    synth_warnings 31 \
    detailedPlacementHpwl_mm 6.28 \
    use_met2_pct 26.5 \
    die-width_um 104 \
    top_usage_layer "met1" \
    clock_tree.buffer_depth 2 \
    fillCellCount 872 \
    ir_drop_mv 0.172 \
    gpl.final_weighted_congestion 0.775 \
    totalNegativeSetupSlack_ns 0 \
    routed_wl_mm 9.14 \
    ys_cells 418 \
    layout_worst_path_cycle_share_pct 49.6 \
    slew_headroom_pct 41.6 \
    floorplan.io_pins 104 \
    timing_hold_violations_final 0 \
    swShare_pct 23.8 \
    fp.dieArea_um2 10900 \
    htreeDepth 3 \
    synth.yosys.chip_area_um2 4180 \
    synth.ff_latch_count 104 \
    postRouteAntennaNets 0 \
    floorplan.die.height_um 104 \
    antenna_cells_inserted 0 \
    clock_tree.root_cell "clkbuf_8" \
    crit_path_end_kind "flip-flop" \
    initial_utilization_pct 42.0 \
    gr-usage-met3_pct 3.25 \
    intPower_mw 0.937 \
    maximum_number_of_pins_on_one_net_before_global_route_repair 83 \
    yosys.area.top_type_share_pct 49.9 \
    ys_dominant_reg_cell "dfxtp_1" \
    grt_antenna_before_repair 0 \
    synth_seq_share_pct 49.9 \
    row_count 36 \
    groute.usage.overall_pct 17.5 \
    grt_pass1_wl_mm 15.1 \
    worstPathRequired_ns 6.90 \
    power.density_cell_area_nw_per_um2 223 \
    startpoint_type "input port" \
    clock_power_share_pct 36.7 \
    netlist_instances 418 \
    cell_type_with_the_largest_total_area_after_synthesis "dfxtp_1" \
    ctsHoldBuffers 0 \
    routed_len_inst_um 14.1 \
    synth.lib_cells_used.distinct 38 \
    class_of_the_tightest_hold_or_removal_check "flip-flop to flip-flop" \
    finish.cell_count_without_fillers 646 \
    post-cts-setup-buffers 0 \
    placed_instances 630 \
    switching_power_mw 0.293 \
    tightestPinTransition_ns 0.874 \
    finalSetupViolCount 0 \
    clkLatencyLatePin_ns 0.36 \
    cts_num_sinks 104 \
    crit_fanout 30 \
    run_status "finished clean" \
    synthesis.area_per_instance_um2 9.99 \
    enable_flop_cells 0 \
    final_layout_size_suffix_gt1_share_pct 5.85 \
    total_leakage_power_nw 1.99 \
    cell_area_after_placement_um2 5280 \
    synth_area_um2 4180 \
    first_global_vias 3047 \
    cts-resized-gates 0 \
    design_area_um2 5520 \
    category_of_the_critical_setup_timing_path "input port to flip-flop" \
    timing.max_cap.violations 0 \
    comb_power_share_pct 10.3 \
    post-route-min-period_ns 3.27 \
    async_flop_share_pct 0 \
    fin_skew_ns 0.0134 \
    achievable_clock_frequency_mhz 305 \
    pwr-share-seq_pct 53.0 \
    tool_warnings 25 \
    vias_per_cell 5.02 \
    cp.arrival_ns 3.58 \
    cts.reportedPaths.clkPinSlew_ns 0.10 \
    topCellsByArea "dfxtp_1 50%, mux2i_1 13%, nand4_1 6.3%, nand2_1 5.2%, o31ai_1 3.2%" \
    finalCoreUtilization_pct 55.4 \
    routed-via-count 3240 \
    grt_setup_unrepaired "false" \
]
## synthesized netlist by cell type, types with 2 or more instances
cell type and instances:
a21boi_0 11, a21boi_1 5, a22oi_1 2, and2_1 2
and3_1 9, buf_1 2, buf_2 9, buf_4 7
clkbuf_1 21, conb_1 2, dfxtp_1 104, ha_1 4
inv_1 6, mux2i_1 56, nand2_1 58, nand3_1 2
nand4_1 42, nor2_1 8, nor2b_1 18, nor4_1 3
nor4b_1 3, o21a_1 2, o221a_1 6, o311ai_0 2
o31ai_1 18, or3_1 2, xnor2_1 3
## placed cells by master (no fill, tap or decap), types with 3 or more instances in the layout
master             n
and3_1             9
nand4_1           42
a21boi_1           5
inv_1              6
buf_4              6
ha_1               4
mux2i_1           56
conb_1            11
xnor2_1            3
o221a_1            6
nor2_1             8
a21boi_0          11
dfxtp_1          104
o31ai_1           18
clkdlybuf4s50_1  102
nor2b_1           18
clkbuf_8          10
nand2_1           58
## layout make-up
type                            instances  area (um^2)  share of cell area, %
Clock inverter                          6         97.6                   1.77
Sequential cell                       104         2080                   37.7
Clock buffer                           10          138                   2.49
Tap cell                              133          166                   3.02
Multi-Input combinational cell        278         1940                   35.2
Inverter                                6         22.5                  0.408
Timing Repair Buffer                  109         1070                   19.4
## metal layers
metal	up-vias	part of all wire [%]
li1	1666	-
met1	1486	49
met2	77	44
met3	11	5.2
met4	0	1.5
met5	-	0
## cells by family after synthesis
group / count (synthesis) / synth area share (%)
AND-OR/OR-AND: 48 / 9.23
XOR/XNOR: 3 / 0.629
adder cells (fa/ha/maj): 4 / 1.20
buffers and inverters: 45 / 4.94
flip-flops: 104 / 49.9
multiplexers: 56 / 13.4
other: 2 / 0.180
AND/OR/NAND/NOR: 156 / 20.6
## stage by stage
| step | power, mW | setup slack, ns |
|---|---|---|
| 3_5_place_dp | 0.794 | 2.96 |
| 5_1_grt | 1.28 | 3.20 |
| 6_report | 1.23 | 3.33 |
| 2_1_floorplan | 0.731 | 4.01 |
| 3_3_place_gp | 0.793 | 2.98 |
| 4_1_cts | 1.24 | 3.32 |
## final timing paths
kind                                              startpoint                                         end  slack, ns  depth (start not counted)
hold / removal    axi32_demo_cell_inst.s_axi_rd_delay_cnt[0]  axi32_demo_cell_inst.s_axi_rd_delay_cnt[0]       0.46                          1
setup / recovery                            s_axi_arvalid_in      axi32_demo_cell_inst.s_axi_rd_data[22]       3.33                          5
setup reg to reg       axi32_demo_cell_inst.s_axi_rd_addr[2]      axi32_demo_cell_inst.s_axi_rd_data[23]       4.64                          4
hold reg to reg   axi32_demo_cell_inst.s_axi_rd_delay_cnt[0]  axi32_demo_cell_inst.s_axi_rd_delay_cnt[0]       0.46                          1
## critical path, stage by stage
cell             delay [ns]
clkdlybuf4s50_1        0.86
or4bb_1                0.55
nor3_4                 0.14
buf_4                  0.44
o221a_1                0.26
## power by group through the flow
stage,registers [mW],logic [mW],clock network (mW)
after CTS,0.652,0.128,0.463
after global routing,0.654,0.138,0.489
final,0.652,0.127,0.451
Power and IR drop assume default switching activity.
